**design/flow/config.mk**
```make
export PLATFORM = sky130hd
export DESIGN_NAME = hash
export DESIGN_NICKNAME = hash
export VERILOG_FILES = /design/flow/design.v
export SDC_FILE = /design/flow/constraint.sdc
export NUM_CORES = 4
export LEC_CHECK = 1
export CORE_UTILIZATION = 30
export SYNTH_MEMORY_MAX_BITS = 65536
```
**design/flow/constraint.sdc**
```tcl
current_design hash

set clk_period 370.9
set clk_io_pct 0.2

create_clock -name clk0 -period $clk_period [get_ports {clk}]

set non_clock_inputs [all_inputs -no_clocks]
set_input_delay [expr $clk_period * $clk_io_pct] -clock clk0 $non_clock_inputs
set_output_delay [expr $clk_period * $clk_io_pct] -clock clk0 [all_outputs]
```
**design/flow/design.v**
```verilog
module hash (
    input clk,
    input reset,
    input [127:0] tuple_data_0,
    input tuple_valid_0,
    output reg [15:0] conn_data_0, 
    output reg conn_valid_0,
    input [127:0] tuple_data_1,
    input tuple_valid_1,
    output reg [15:0] conn_data_1, 
    output reg conn_valid_1);
    reg tuple_ready_0 = 1;
    reg tuple_ready_1 = 1;
    parameter hash_len = 6;  
    parameter id_space = 1 << hash_len;
    parameter WIDTH = 104;
    reg [2:0] stage = 0;
    reg [31:0] inner_ip;
    reg [31:0] outer_ip;
    reg [15:0] inner_port;
    reg [15:0] outer_port;
    reg [7:0] protocol;
    reg [hash_len-1:0] loc_to_probe = 0;
    reg [15:0] replace_port = 0;
    reg [WIDTH-1:0] conn_mem_rx [0:id_space-1];
    reg [15:0] conn_port_rx [0:id_space-1];
    reg [WIDTH-1:0] conn_mem_tx [0:id_space-1];
    reg [hash_len-1:0] conn_idx_tx [0:id_space-1];
    reg [hash_len-1:0] next_conn_idx = 0;
    integer i;
    initial begin
        for (i = 0; i <= id_space; i = i + 1) begin
            conn_mem_rx[i] = 0;
            conn_mem_tx[i] = 0;
        end
        conn_data_0 = 0;
        conn_valid_0 = 0;
        conn_data_1 = 0;
        conn_valid_1 = 0;        
    end
    always @(posedge clk) begin
        conn_valid_0 <= 0;
        conn_valid_1 <= 0;
        tuple_ready_0 <= 1;
        tuple_ready_1 <= 1;
        if (reset == 1'b0) begin
            stage <= 0;
            next_conn_idx <= 0;
            for (i = 0; i <= id_space; i = i + 1) begin
                conn_mem_rx[i] <= 0;
                conn_mem_tx[i] <= 0;
            end
        end else begin case (stage)
            0: begin
                if (tuple_valid_0 && tuple_ready_0) begin
                    stage <= 1;
                    protocol <= tuple_data_0[7:0];
                    outer_port[15:8] <= tuple_data_0[15:8];
                    outer_port[7:0] <= tuple_data_0[23:16];
                    inner_port[15:8] <= tuple_data_0[31:24];
                    inner_port[7:0] <= tuple_data_0[39:32];
                    outer_ip <= tuple_data_0[71:40];
                    inner_ip <= tuple_data_0[103:72];
                    loc_to_probe <= tuple_data_0[0+hash_len-1:0] 
                        ^ tuple_data_0[16+hash_len-1:16]
                        ^ tuple_data_0[32+hash_len-1:32]
                        ^ tuple_data_0[40+hash_len-1:40]
                        ^ tuple_data_0[72+hash_len-1:72];
                end else if (tuple_valid_1 && tuple_ready_1) begin
                    stage <= 3;
                    protocol <= tuple_data_1[7:0];
                    inner_port[15:8] <= tuple_data_1[15:8];
                    inner_port[7:0] <= tuple_data_1[23:16];
                    outer_port[15:8] <= tuple_data_1[31:24];
                    outer_port[7:0] <= tuple_data_1[39:32];
                    inner_ip <= tuple_data_1[71:40];
                    outer_ip <= tuple_data_1[103:72];
                    loc_to_probe <= tuple_data_1[0+hash_len-1:0] 
                        ^ tuple_data_1[16+hash_len-1:16]
                        ^ tuple_data_1[32+hash_len-1:32]
                        ^ tuple_data_1[40+hash_len-1:40]
                        ^ tuple_data_1[72+hash_len-1:72];
                end
            end
            1: begin
                if (conn_mem_tx[loc_to_probe] == { inner_ip, outer_ip, inner_port, outer_port, protocol } || conn_mem_tx[loc_to_probe] == 0) begin
                    if (conn_mem_tx[loc_to_probe] == 0) begin
                        conn_mem_tx[loc_to_probe] <= { inner_ip, outer_ip, inner_port, outer_port, protocol };
                        conn_idx_tx[loc_to_probe] <= next_conn_idx;
                        stage <= 2;
                        loc_to_probe <= inner_ip ^ outer_ip ^ next_conn_idx ^ outer_port ^ protocol;
                        conn_data_0[15:8] <= next_conn_idx; 
                        replace_port <= next_conn_idx;
                    end else begin
                        stage <= 0;
                        conn_data_0[15:8] <= conn_idx_tx[loc_to_probe]; 
                    end
                    conn_valid_0 <= 1;
                    tuple_ready_0 <= 0;
                end else begin
                    loc_to_probe <= loc_to_probe + 1;
                end                
            end
            2: begin
                if (conn_mem_rx[loc_to_probe] == 0) begin
                    conn_mem_rx[loc_to_probe] <= { inner_ip, outer_ip, replace_port, outer_port, protocol };
                    conn_port_rx[loc_to_probe][15:8] <= inner_port[7:0];
                    conn_port_rx[loc_to_probe][7:0] <= inner_port[15:8];
                    next_conn_idx <= next_conn_idx + 1;
                    stage <= 0;
                end else begin
                    loc_to_probe <= loc_to_probe + 1;
                end
            end
            3: begin
                if (conn_mem_rx[loc_to_probe] == { inner_ip, outer_ip, inner_port, outer_port, protocol }) begin
                    conn_data_1 <= conn_port_rx[loc_to_probe];
                    conn_valid_1 <= 1;
                    tuple_ready_1 <= 0;
                    stage <= 0;
                end else begin
                    loc_to_probe <= loc_to_probe + 1;
                end
            end
        endcase end
    end
endmodule
```
**design/flow/run.sh**
```bash
#!/bin/bash
# OpenROAD 26Q1-2900-gdf79404cd8, Yosys 0.63+post, stock flow scripts
make -C /OpenROAD-flow-scripts/flow DESIGN_CONFIG=/design/flow/config.mk WORK_HOME=/design/flow/orfs finish
```
==> results.json <==
{
  "areaGrowthSynthToFinish_pct": 13.8,
  "syn_inst": 44218,
  "max_slew_margin": -0.0126,
  "worst_slew_pin_slew_ns": 1.50,
  "antenna_found_initial": 523,
  "worst-path-max-fanout": 41,
  "timing_worst_setup_path_type": "primary input to flip-flop",
  "power.total_mw": 4.76,
  "leakagePower_nw": 240,
  "track_usage": 0.295,
  "warnings": 113,
  "grt_setup_unrepaired": "false",
  "die_h_mm": 1.46,
  "yosysTopAreaCell": "edfxtp_1",
  "root_buffer": "clkbuf_16",
  "ant_nets": 0,
  "max_freq_mhz": 12.6,
  "synthFlopType": "edfxtp_1",
  "top_cells_by_count": "edfxtp_1 (14218), and2_1 (9894), clkbuf_1 (3494), mux2i_1 (1889), nor3_1 (1559)",
  "crit_required_ns": 371.93,
  "setup_tns_ns": 0,
  "finalHoldViolCount": 0,
  "timing.final.crit_share": 0.214,
  "postSynthAreaPerCell_um2": 14.5,
  "dr.pass1.iters": 8,
  "yosysWarningCount": 1,
  "cts.sinks": 14230,
  "num_rows": 536,
  "ys_cells": 44218,
  "drt-initial-drc-count": 42419,
  "finalSetupViolCount": 0,
  "synth.distinct_cells": 96,
  "cap_viol_max_count": 2,
  "gp_congestion": 1.02,
  "logic_family": "simple AND/OR/NAND/NOR gates",
  "synth.area.mux_share": 0.0880,
  "postCtsSetupRepairBufs": 0,
  "clkTransAtPathRegs_ns": 0.06,
  "synth-edff-count": 14218,
  "overflow": 0,
  "failed_checks": "max-capacitance violations, max-slew violations",
  "adder_share": 0.000137,
  "rrSetupSlack_ns": 354.87,
  "via_per_inst": 5.88,
  "ioPinCount": 294,
  "die-area_mm2": 2.14,
  "grt_max_degree": 133,
  "cts_made_buffers": 1459,
  "grt_pass1_vias": 428350,
  "ys.flops": 14230,
  "io_buffers": 235,
  "end_kind": "flip-flop",
  "hold_buffers": 0,
  "coreArea_mm2": 2.13,
  "simple_gate_share": 0.148,
  "drive_gt1_frac": 0.169,
  "skew_ns": 0.142,
  "wl_mm": 3040,
  "die_w_mm": 1.46,
  "max-vdd-ir-drop_mv": 0.00590,
  "yosys.area.top_type_share": 0.667,
  "cts_resized": 0,
  "hp-class": "flip-flop to flip-flop",
  "ys_top_cells_by_area": "edfxtp_1 (67%), and2_1 (9.7%), mux4_2 (4.7%), mux2i_1 (3.0%), clkbuf_1 (2.0%)",
  "async_reset_ff_frac": 0,
  "htreeDepth": 7,
  "min_period_ns": 79.23,
  "status": "finished with violations",
  "syn_area_mm2": 0.640,
  "drc": 0,
  "arrival_ns": 80.26,
  "fp_util": 0.301,
  "grt_pass1_wl_mm": 3980,
  "drv_slew": 3,
  "start_kind": "primary input",
  "power_density_mw_per_mm2": 6.54,
  "post-dp-hpwl_mm": 1870,
  "synthAoiAreaFrac": 0.0583,
  "cts_buffer_depth": 6,
  "avgRoutedWirePerCell_um": 41.0,
  "ys_seq_frac": 0.667,
  "clk_latency_ns": 1.49,
  "fin_util": 0.342,
  "ys_sh_xor": 0.00295,
  "cts_tree": "built",
  "ys_chip_area_mm2": 0.640,
  "synth.most_common_cell": "edfxtp_1",
  "routed-via-count": 435165
}
==> layout make-up <==
cell class | instances | area, um^2
timing repair buffer | 3059 | 24900
tap | 28245 | 35300
clock buffer | 1776 | 38200
clock inverter | 806 | 6710
multi-input combinational | 24764 | 194000
inverter | 40 | 260
fill | 200441 | 1400000
antenna | 1110 | 2780
sequential | 14230 | 427000
==> worst paths after layout <==
path	start	end	cells after the start
setup reg to reg	loc_to_probe[0]$_DFFE_PP_	conn_mem_tx[54][26]$_SDFFCE_PN0P_	28
hold reg to reg	next_conn_idx[1]$_SDFFE_PN0P_	replace_port[1]$_DFFE_PP_	0
hold / removal	next_conn_idx[1]$_SDFFE_PN0P_	replace_port[1]$_DFFE_PP_	0
setup / recovery	reset	conn_mem_tx[54][26]$_SDFFCE_PN0P_	13
==> flip-flops by register name (all words and copies together), names as in the netlist, 8 cells and up <==
register	flops
conn_mem_tx	6656
conn_mem_rx	6016
conn_port_rx	1024
conn_idx_tx	384
inner_ip	32
outer_ip	32
conn_data_1	16
inner_port	16
outer_port	16
protocol	8
==> cells by family after synthesis <==
logic type	Yosys count
AOI/OAI and AO/OA	5148
xor gates and xnor gates	216
adders and majority gates	7
buffers and inverters	5233
other	1
and+or+nand+nor	15494
muxes	3889
DFF	14230
==> placed cells by master, fill, tap and decap left out, types with 106 or more instances in the layout <==
| master | instances |
|---|---|
| edfxtp_1 | 14218 |
| and2_1 | 9891 |
| buf_4 | 2717 |
| mux2i_1 | 1888 |
| nor3_1 | 1539 |
| clkbuf_16 | 1482 |
| mux4_2 | 1326 |
| nor4_1 | 1281 |
| a22oi_1 | 1280 |
| diode_2 | 1110 |
| a221oi_1 | 932 |
| nand2_1 | 762 |
| o22ai_1 | 755 |
| mux2_2 | 674 |
| a21oi_1 | 568 |
| o21ai_0 | 409 |
| clkinv_1 | 354 |
| nor2_1 | 299 |
| clkbuf_1 | 290 |
| nand3_1 | 280 |
| nor4_2 | 267 |
| clkinv_2 | 267 |
| a22o_1 | 253 |
| clkdlybuf4s50_1 | 234 |
| nand4_1 | 182 |
| xnor2_1 | 154 |
| nand3b_1 | 136 |
| a31oi_1 | 129 |
| a221o_1 | 122 |
| buf_12 | 106 |
==> layer usage <==
layer / track usage / share of wire / up-vias
met5: 0.154 / 0.011 / -
met4: 0.214 / 0.090 / 706
met3: 0.295 / 0.22 / 10651
met2: 0.371 / 0.40 / 43661
met1: 0.269 / 0.28 / 212516
li1: - / - / 167631
==> critical path, stage by stage <==
cell	delay [ns]
buf_8	0.25
nand2_1	0.32
nor4_4	0.22
buf_4	0.42
buf_4	0.49
nand2_4	0.31
buf_4	0.41
buf_4	0.43
o21ai_4	0.39
buf_4	0.59
buf_4	0.62
buf_4	0.78
buf_4	0.52
==> report_power, final <==
group / internal, mW / switching (mW) / total [mW]
logic: 0.366 / 1.08 / 1.45
registers: 1.84 / 0.0195 / 1.86
clock network: 0.797 / 0.656 / 1.45
==> metrics by stage <==
stage | hold slack [ns] | cells | area (um^2) | worst slack [ns]
after floorplan | 0.469 | 44227 | 640000 | 287.67
after global placement | 0.410 | 70334 | 681000 | 290.73
after detailed placement | 0.411 | 70338 | 681000 | 290.72
after CTS | 0.426 | 72920 | 726000 | 292.11
after global routing | 0.429 | 73465 | 728000 | 291.91
final | 0.426 | 74030 | 729000 | 291.67
