--- flow/config.mk ---
export PLATFORM = sky130hd
export DESIGN_NAME = Lock
export DESIGN_NICKNAME = Lock
export VERILOG_FILES = /design/flow/design.v
export SDC_FILE = /design/flow/constraint.sdc
export NUM_CORES = 4
export LEC_CHECK = 1
export CORE_AREA = 10 10 70 70
export DIE_AREA = 0 0 80 80
--- flow/constraint.sdc ---
current_design Lock

set clk_period 1.9
set clk_io_pct 0.2

create_clock -name clk0 -period $clk_period [get_ports {clock}]

set non_clock_inputs [all_inputs -no_clocks]
set_input_delay [expr $clk_period * $clk_io_pct] -clock clk0 $non_clock_inputs
set_output_delay [expr $clk_period * $clk_io_pct] -clock clk0 [all_outputs]
--- flow/design.v ---
module Lock(
    input wire clock,
    input wire [3:0] value,
    input wire new,
    input wire reset,
    output wire opened
);
    reg [3:0] state;
    reg opened_r;
    initial begin
        state = 4'd0;
        opened_r = 1'b0;
    end
    always @(posedge clock) begin
        if (reset) begin
            state <= 4'd0;
            opened_r <= 1'b0;
        end else if (new) begin
            if (state == 4'd0) begin
                if (value == 4'd1) begin
                    state <= 4'd1;
                end else begin
                    state <= 4'd0;
                end
            end
            if (state == 4'd1) begin
                if (value == 4'd2) begin
                    state <= 4'd2;
                end else begin
                    state <= 4'd0;
                end
            end
            if (state == 4'd2) begin
                if (value == 4'd3) begin
                    state <= 4'd3;
                    opened_r <= 1'b1;
                end else begin
                    state <= 4'd0;
                end
            end
        end
    end
    assign opened = opened_r;
endmodule
--- flow/run.sh ---
#!/bin/bash
# OpenROAD 26Q1-2900-gdf79404cd8, Yosys 0.63+post, stock flow scripts
make -C /OpenROAD-flow-scripts/flow DESIGN_CONFIG=/design/flow/config.mk WORK_HOME=/design/flow/orfs finish
==> summary.txt <==
Worst Hold Class = register to register
Die height = 80 um
Reg-to-reg setup timing slack = 1.01 ns
Crit Path Max Fanout = 2
Cell Area, Synth = 155 um2
CP required = 1.52 ns
Ys flop type = dfxtp_1
Post-CTS setup buffers = 0
Largest area contributor in the netlist = dfxtp_1
Sum Neg Setup Slack = 0 ns
Port bufs = 7
Slew of the pin with the lowest slew margin = 0.221 ns
OpenROAD warning count = 25
Post-cts hold buffer count = 0
Final Cell Area = 309 um2
Slew Viols, Final = 0
Diodes inserted = 0
Placed cell area = 283 um2
Largest net degree at the start of global routing = 7
Final setup vio count = 0
CP Depth = 1
Flops after synth = 3
Layout cell share with drive strength beyond 1 = 17.2%
DR vias/cell = 2.36
Static leakage power = 0.0954 nW
Worst Path Buf+Inv = 1
Non-Filler Instances = 75
Antenna viol nets, final = 0
FFs w/ async S/R, synth = 0%
Met3 GRT Util = 3.30%
Hold Vio Cnt, Final = 0
Vias in the first global route = 189
GRT Util Overall = 1.78%
Clock Path Buffers = 2
Delay-heaviest family, CP = buffers and inverters
Yosys cell types = 13
Mapped Cells = 18
DR WL/cell = 7.33 um
Hold depth = 2
Post-cts sizing count = 0
DRT Pass-1 Iters = 4
Chip footprint = 0.00640 mm2
Final setup skew = 0.00291 ns
Startpoint types = register
Total power = 195 uW
Worst slew margin relative to its limit = 85.2%
Die X = 80 um
H-tree Lvls = 1
Final period utilization = 76.3%
Row count = 21
Setup ws final = 0.450 ns
GR Layer Usage met2 = 1.61%
Minimum clock period = 1.45 ns
Slowest stage delay, CP = 0.52 ns
Worst VDD drop = 0.0870 mV
Top cells by count, synth = 3 x dfxtp_1, 2 x a21oi_1, 2 x nor2_1, 2 x o21ai_0
Clock slew at reported path FFs = 0.04 ns
Post-synth area hogs = dfxtp_1 39%, nor3b_2 8.1%, a21oi_1 6.5%
Grt ovf = 0
Critical R2R Launch = state[1]
Count leader, synth = dfxtp_1
DP Worst Slack = 0.415 ns
Crit path kind = register to primary output
I/O Pins = 8
First-pass GRT wire length = 841 um
Root Driver = clkbuf_4
PwrDens = 631 mW/mm2
Routability cong. = 0.736
Seq share, synth = 38.7%
Clk latency late pin = 0.23 ns
DP HPWL = 422 um
Final WL = 550 um
Syn Area/Cell = 8.62 um2
Register-to-Register Path Depth = 3
Initial antenna violation count = 0
EDFF count, synth = 0
Status = finished clean
FP Core Util = 4.54%
F_max = 690 MHz
Ys Warns = 1
Via count = 177
Area leader share = 38.7%
Hold_sp = opened_r
Chip Area, Yosys = 155 um2
Critical path endpoint category = primary output
Hold endpoint = opened_r
Slowest-stage cell, CP = clkdlybuf4s50_1
Placed cells = 71
RSZ-0062 raised after global routing = false
Worst-path cell chain = clkdlybuf4s50_1
Area delta synth->final = 99.2%
CTS tree = yes
# DRC = 0
GR Util met1 = 1.66%
Reg-to-reg endpoint = state[0]
Clk sink count = 3
Core box area = 0.00342 mm2
Yosys Instances = 18
Number of max-cap violations = 0
Worst EP arrival = 1.07 ns
DRT iter0 DRCs = 11
CTS Buf Count = 3
Busiest layer in global routing = met3
cells by family after synthesis:
group	count (synthesis)	share of synthesized area, %
buf+inv	1	2.42
simple gates	8	36.3
flops	3	38.7
compound gates	6	22.6
how the worst max path moves through the flow:
stage | startpoint | end | slack [ns]
CTS | opened_r | opened | 0.45
global route | opened_r | opened | 0.40
finish | opened_r | opened | 0.45
sequential cells by signal, indices dropped and copies added (netlist names):
register and cells:
opened_r 1, state 2
placed cells by master, fill, tap and decap left out:
master	n
nor3_1	1
a21oi_1	2
clkbuf_4	3
nand3_1	1
nor2_1	2
clkbuf_1	1
nor3b_2	1
dfxtp_1	3
and4b_1	1
a31oi_1	1
clkdlybuf4s50_1	7
o21ai_0	2
and2_2	1
o2111ai_1	1
nand4b_1	1
inv_1	1
power breakdown:
group / switching (mW) / internal [mW]
Sequential: 0.000322 / 0.0637
Combinational: 0.00715 / 0.0133
Clock: 0.0318 / 0.0786
layout make-up:
type	instances	area, um2
Clock buffer	4	26.3
Timing Repair Buffer	7	70.1
Tap cell	46	57.6
Fill cell	401	3110
Multi-Input combinational cell	14	91.3
Inverter	1	3.75
Sequential cell	3	60.1
through the flow:
| stage | hold WS, ns | util (%) |
|---|---|---|
| 5_1_grt | 0.518 | 9.05 |
| 3_5_place_dp | 0.470 | 8.28 |
| 2_1_floorplan | 0.413 | - |
| 3_3_place_gp | 0.463 | 8.28 |
| 6_report | 0.475 | 9.05 |
| 4_1_cts | 0.478 | 9.05 |
metal layers:
layer / vias to the layer above / part of all wire, %
met3: 0 / 36
met5: - / 0
met4: 0 / 0
met2: 12 / 25
li1: 90 / -
met1: 75 / 39
Power and IR drop assume default switching activity.
